==> /design/flow/design.v <==
`timescale 1ns / 1ps
module eeprom_ctrl(
    input               clk,
    input               rst_n,
    output wire         scl,
    inout               sda,
    input [7:0]         ctrl_byte,
    input [31:0]        data_in,
    output wire [31:0]  data_out,
    input               req,
    output reg          ack,
    output reg          busy
);
parameter freq_div  =124;
parameter cnt_width =7;
reg  [7:0] iic_din;
wire [7:0] iic_dout;    
wire iic_ack_in;
reg  iic_ack_out;
reg  iic_wr_en;
reg  iic_rd_en; 
reg  iic_start_en;
reg  iic_stop_en;
wire iic_busy;
reg  [3:0]  ack_out_buf;
reg  [5:0]  ack_in_buf;
reg [47:0]  wr_buf;
reg [31:0]  rd_buf;
reg [19:0]  op_buf;  
reg [ 3:0]  op_cnt;
reg [ 1:0]  cur_op;   
localparam OP_START = 2'b00;
localparam OP_WRITE = 2'b01;
localparam OP_READ  = 2'b10;
localparam OP_STOP  = 2'b11;
reg [9:0]   cur_st;
reg [9:0]   nxt_st;
localparam ST_IDLE      = 10'h01 ;
localparam ST_ACTIVE    = 10'h02 ;
localparam ST_WR_PRE    = 10'h04 ;
localparam ST_RD_PRE    = 10'h08 ;
localparam ST_IIC_START = 10'h10 ;
localparam ST_IIC_WR    = 10'h20 ;
localparam ST_IIC_RD    = 10'h40 ;
localparam ST_IIC_STOP  = 10'h80 ;
localparam ST_IIC_TRANS = 10'h100;
localparam ST_IIC_OP    = 10'h200;
always @ (posedge clk or negedge rst_n) begin
    if (!rst_n)     cur_st <= ST_IDLE;
    else            cur_st <= nxt_st;
end
always @ (*) begin
    nxt_st = 10'bx;
    case (cur_st)
        ST_IDLE: 
            begin
                if (req)    nxt_st = ST_ACTIVE;
                else        nxt_st = ST_IDLE;
            end
        ST_ACTIVE:
            begin
                if (ctrl_byte[0])   nxt_st = ST_RD_PRE;
                else                nxt_st = ST_WR_PRE;
            end
        ST_WR_PRE:
            begin
                nxt_st = ST_IIC_OP;
            end
        ST_RD_PRE:
            begin
                nxt_st = ST_IIC_OP;
            end
        ST_IIC_OP:
            begin
                if (iic_busy)               nxt_st = ST_IIC_OP;
                else if (op_cnt == 4'd0)    nxt_st = ST_IDLE;
                else                        nxt_st = ST_IIC_TRANS;
            end
        ST_IIC_TRANS:
            begin
                case (cur_op)
                    OP_START:   nxt_st = ST_IIC_START;
                    OP_WRITE:   nxt_st = ST_IIC_WR;
                    OP_READ :   nxt_st = ST_IIC_RD;
                    OP_STOP :   nxt_st = ST_IIC_STOP;
                    default :   nxt_st = ST_IIC_STOP;    
                endcase
            end
        ST_IIC_START:
            begin
                if (!iic_busy)  nxt_st = ST_IIC_START;
                else            nxt_st = ST_IIC_OP;
            end
        ST_IIC_WR:
            begin
                if (!iic_busy)  nxt_st = ST_IIC_WR;
                else            nxt_st = ST_IIC_OP;
            end
        ST_IIC_RD:
            begin
                if (!iic_busy)  nxt_st = ST_IIC_RD;
                else            nxt_st = ST_IIC_OP;
            end
        ST_IIC_STOP:
            begin
                if (!iic_busy)  nxt_st = ST_IIC_STOP;
                else            nxt_st = ST_IIC_OP;
            end
        default:  
            nxt_st = ST_IDLE;
    endcase
end
always @ (posedge clk or negedge rst_n) begin
    if (!rst_n) begin
        ack         <=  1'b0;
        wr_buf      <= 48'h0;
        rd_buf      <= 32'h0;
        op_buf      <= 16'h0;
        op_cnt      <=  4'h0;
        ack_in_buf  <=  6'h0;
        ack_out_buf <=  4'h0;
        iic_din     <=  8'h0;
        iic_ack_out <=  1'b0;
        iic_start_en<=  1'b0;
        iic_wr_en   <=  1'b0;
        iic_rd_en   <=  1'b0;
        iic_stop_en <=  1'b0;
    end 
    else begin
        case (cur_st)
            ST_IDLE: 
                begin
                    ack     <= 1'b0;
                    busy    <= 1'b0;
                end
            ST_ACTIVE:
                begin
                    ack     <= 1'b1;
                    busy    <= 1'b1;
                end
            ST_WR_PRE:
                begin
                    ack     <= 1'b0;
                    op_buf  <= 20'b00_01_01_01_01_01_01_11_0000;
                    op_cnt  <= 4'd8;
                    wr_buf  <= {{6'b101000,ctrl_byte[7],1'b0},
                                {ctrl_byte[6:1], 2'b00},
                                data_in[ 7: 0], data_in[15: 8], 
                                data_in[23:16], data_in[31:24]};
                end
            ST_RD_PRE:
                begin
                    ack     <= 1'b0;
                    op_buf  <= 20'b00_01_01_00_01_10_10_10_10_11;
                    op_cnt  <= 4'd10;
                    wr_buf  <= {{6'b101000,ctrl_byte[7],1'b0},
                                {ctrl_byte[6:1], 2'b00},
                                {6'b101000,ctrl_byte[7],1'b1},
                                24'h0};
                    ack_out_buf  <= 4'b0001;
                end
            ST_IIC_OP:
                begin
                    if (!iic_busy) begin
                        cur_op  <= op_buf[19:18];
                        op_buf  <= {op_buf[17:0], 2'b11};   
                        if (op_cnt != 4'h0) op_cnt <= op_cnt - 1'b1;
                        if (cur_op == OP_READ) begin
                            rd_buf      <= {iic_dout, rd_buf[31:8]};                   
                        end
                        if (cur_op == OP_WRITE) begin
                            ack_in_buf  <= {ack_in_buf[4:0], iic_ack_in};
                        end
                    end
                end
            ST_IIC_TRANS:
                begin
                    iic_start_en    <= 1'b0;
                    iic_wr_en       <= 1'b0;
                    iic_rd_en       <= 1'b0;
                    iic_stop_en     <= 1'b0;
                end
            ST_IIC_START:
                begin
                    if (!iic_busy)  iic_start_en <= 1'b1;
                    else            iic_start_en <= 1'b0;
                end
            ST_IIC_WR:
                begin
                    if (!iic_busy)  begin
                        iic_wr_en <= 1'b1;
                        if (!iic_wr_en) begin    
                            iic_din     <= wr_buf[47:40];
                            wr_buf      <= {wr_buf[39:0], 8'h0};
                        end
                    end
                    else            iic_wr_en <= 1'b0;
                end
            ST_IIC_RD:
                begin
                    if (!iic_busy)  begin
                        iic_rd_en <= 1'b1;
                        if (!iic_rd_en) begin   
                            iic_ack_out <= ack_out_buf[3];
                            ack_out_buf <= {ack_out_buf[2:0], 1'b0};
                        end
                    end
                    else            iic_rd_en <= 1'b0;
                end
            ST_IIC_STOP:
                begin
                    if (!iic_busy)  iic_stop_en <= 1'b1;
                    else            iic_stop_en <= 1'b0;
                end
            default:
                begin
                    ack         <=  1'b0;
                    wr_buf      <= 48'h0;
                    rd_buf      <= 32'h0;
                    op_buf      <= 16'h0;
                    op_cnt      <=  4'h0;
                    ack_in_buf  <=  4'h0;
                    ack_out_buf <=  6'h0;
                    iic_din     <=  8'h0;
                    iic_ack_out <=  1'b0;
                    iic_start_en<=  1'b0;
                    iic_wr_en   <=  1'b0;
                    iic_rd_en   <=  1'b0;
                    iic_stop_en <=  1'b0;
                end
        endcase
    end
end
assign data_out = rd_buf;
iic_ctrl #(.freq_div(freq_div), .cnt_width(cnt_width))
u_iic_ctrl(
    .clk        (clk),
    .rst_n      (rst_n),
    .scl        (scl),
    .sda        (sda),
    .din        (iic_din),
    .ack_in     (iic_ack_in),
    .dout       (iic_dout),       
    .ack_out    (iic_ack_out),
    .wr_en      (iic_wr_en),
    .rd_en      (iic_rd_en),
    .start_en   (iic_start_en),
    .stop_en    (iic_stop_en),
    .busy       (iic_busy)
);
endmodule
`timescale 1ns / 1ps
module clk_div_iic       
(            
    input clk,
    input rst_n,
    input en,
    output reg half_clk_pulse
);
parameter freq_div  =124;
parameter cnt_width =7;
reg [cnt_width-1:0] cnt;
always@ (posedge clk or negedge rst_n) begin
    if (!rst_n)                 cnt <= 'h0;
    else if (!en)               cnt <= 'h0;
    else if (cnt == freq_div)   cnt <= 'h0;
    else                        cnt <= cnt + 1'b1;
end
always@ (posedge clk or negedge rst_n) begin
    if (!rst_n)                 half_clk_pulse <= 1'b0;
    else if (cnt == freq_div)   half_clk_pulse <= 1'b1;
    else                        half_clk_pulse <= 1'b0;
end
endmodule
`timescale 1ns / 1ps
module iic_ctrl(
    input           clk,
    input           rst_n,
    output          scl,
    inout           sda,
    input  [7:0]    din,
    output reg      ack_in,
    output reg [7:0]dout,       
    input           ack_out,
    input           wr_en,
    input           rd_en,
    input           start_en,
    input           stop_en,
    output          busy
);
parameter freq_div  =124;
parameter cnt_width =7;
localparam ACK  = 1'b0;
localparam NACK = 1'b1;
wire sda_direction;      
reg  sda_idle;       
wire sda_out;
wire scl_out;
reg sda_start;
reg sda_stop;
reg sda_wr;
reg sda_rd;
reg scl_start;
reg scl_stop;
reg scl_wr;
reg scl_rd;
reg start_valid;
reg stop_valid;
reg wr_valid;
reg rd_valid;
wire iic_en         = start_en | stop_en | wr_en | rd_en;
wire iic_valid      = start_valid | stop_valid | wr_valid | rd_valid;
wire half_clk_en    = iic_valid;
reg [5:0]   half_clk_cnt;
clk_div_iic #(.freq_div(freq_div), .cnt_width(cnt_width))
i_clk_div_iic(            
    .clk(clk),
    .rst_n(rst_n),
    .en(half_clk_en),
    .half_clk_pulse(half_clk_pulse)
);
always @ (posedge clk or negedge rst_n) begin
    if (!rst_n)                 half_clk_cnt <= 6'h0;
    else if (half_clk_pulse)    half_clk_cnt <= half_clk_cnt + 1'b1;
    else if (iic_en)            half_clk_cnt <= 6'h0;
end
assign sda_direction = 
    (wr_valid & half_clk_cnt[5]) || (rd_valid & ~half_clk_cnt[5]);
always @ (posedge clk or negedge rst_n) begin
    if (!rst_n)             sda_idle <= 1'b1;
    else if (start_valid)   sda_idle <= 1'b0;
    else if (stop_valid)    sda_idle <= 1'b1;
    else if (wr_valid)      sda_idle <= 1'bz;
    else if (rd_valid)      sda_idle <= ack_out;
end    
always @ (posedge clk or negedge rst_n) begin
    if (!rst_n)                     wr_valid <= 1'b0;
    else if (wr_en)                 wr_valid <= 1'b1;
    else if (half_clk_cnt == 6'd36) wr_valid <= 1'b0;
end
always @ (posedge clk or negedge rst_n) begin
    if (!rst_n)                         scl_wr <= 1'b0;
    else if (half_clk_cnt[1:0] == 2'd1) scl_wr <= 1'b1;
    else if (half_clk_cnt[1:0] == 2'd3) scl_wr <= 1'b0;
end
always @ (posedge clk or negedge rst_n) begin
    if (!rst_n)     sda_wr <= 1'b0;
    else if (~half_clk_cnt[5] && (half_clk_cnt[1:0] == 2'd0)) begin
        case (half_clk_cnt[5:2])
            4'd0 :  sda_wr <= din[7];
            4'd1 :  sda_wr <= din[6];
            4'd2 :  sda_wr <= din[5];
            4'd3 :  sda_wr <= din[4];
            4'd4 :  sda_wr <= din[3];
            4'd5 :  sda_wr <= din[2];
            4'd6 :  sda_wr <= din[1];
            4'd7 :  sda_wr <= din[0];
            default : sda_wr <= 1'b0;
        endcase
    end
end
always @ (posedge clk or negedge rst_n) begin
    if (!rst_n)                     ack_in <= ACK;
    else if (half_clk_cnt == 6'd34) ack_in <= sda;
end
always @ (posedge clk or negedge rst_n) begin
    if (!rst_n)                     rd_valid <= 1'b0;
    else if (rd_en)                 rd_valid <= 1'b1;
    else if (half_clk_cnt == 6'd36) rd_valid <= 1'b0;
end
always @ (posedge clk or negedge rst_n) begin
    if (!rst_n)                         scl_rd <= 1'b0;
    else if (half_clk_cnt[1:0] == 2'd1) scl_rd <= 1'b1;
    else if (half_clk_cnt[1:0] == 2'd3) scl_rd <= 1'b0;
end
wire rd_pulse;
wire rd_pulse_w;
reg  rd_pulse_r;
assign rd_pulse_w = rd_valid & ~half_clk_cnt[5] & (half_clk_cnt[1:0] == 2'd2);
always @ (posedge clk or negedge rst_n) begin
    if (!rst_n)                     rd_pulse_r <= 1'b0;
    else                            rd_pulse_r <= rd_pulse_w;
end
assign rd_pulse = rd_pulse_w & ~rd_pulse_r;
always @ (posedge clk or negedge rst_n) begin
    if (!rst_n)                     dout <= 8'h0;
    else if (rd_pulse)              dout <= {dout[6:0], sda};
end
always @ (posedge clk or negedge rst_n) begin
    if (!rst_n)                     sda_rd <= 1'b0;
    else if (half_clk_cnt == 6'd32) sda_rd <= ack_out;
end
always @ (posedge clk or negedge rst_n) begin
    if (!rst_n)                     start_valid <= 1'b0;
    else if (start_en)              start_valid <= 1'b1;
    else if (half_clk_cnt == 6'h4)  start_valid <= 1'b0;
end
always @ (posedge clk or negedge rst_n) begin
    if (!rst_n)                     scl_start <= 1'b0;
    else if (start_en)              scl_start <= 1'b0;
    else if (^ half_clk_cnt[1:0])   scl_start <= 1'b1;
    else                            scl_start <= 1'b0;
end
always @ (posedge clk or negedge rst_n) begin
    if (!rst_n)                     sda_start <= 1'b1;
    else if (start_en)              sda_start <= 1'b1;
    else if (|half_clk_cnt[2:1])    sda_start <= 1'b0;
end
always @ (posedge clk or negedge rst_n) begin
    if (!rst_n)                     stop_valid <= 1'b0;
    else if (stop_en)               stop_valid <= 1'b1;
    else if (half_clk_cnt == 8'h4)  stop_valid <= 1'b0;
end
always @ (posedge clk or negedge rst_n) begin
    if (!rst_n)                     scl_stop <= 1'b0;
    else if (stop_en)               scl_stop <= 1'b0;
    else if (^half_clk_cnt[1:0])    scl_stop <= 1'b1;
    else                            scl_stop <= 1'b0;
end
always @ (posedge clk or negedge rst_n) begin
    if (!rst_n)                     sda_stop <= 1'b0;
    else if (stop_en)               sda_stop <= 1'b0;
    else if (|half_clk_cnt[2:1])    sda_stop <= 1'b1;
end
assign sda_out = (start_valid)? sda_start : (stop_valid)? sda_stop : (wr_valid)? sda_wr : (rd_valid)? sda_rd : sda_idle;
assign scl_out = (start_valid)? scl_start : (stop_valid)? scl_stop : (wr_valid)? scl_wr : (rd_valid)? scl_rd : 1'b0;
assign sda = (sda_direction)? 1'bz : sda_out;
assign scl = scl_out;
assign busy = iic_valid;
endmodule
==> /design/flow/run.sh <==
#!/bin/bash
# OpenROAD 26Q1-2900-gdf79404cd8, Yosys 0.63+post, stock flow scripts
make -C /OpenROAD-flow-scripts/flow DESIGN_CONFIG=/design/flow/config.mk WORK_HOME=/design/flow/orfs finish
==> /design/flow/config.mk <==
export PLATFORM = sky130hd
export DESIGN_NAME = eeprom_ctrl
export DESIGN_NICKNAME = eeprom_ctrl
export VERILOG_FILES = /design/flow/design.v
export SDC_FILE = /design/flow/constraint.sdc
export NUM_CORES = 4
export LEC_CHECK = 1
export CORE_UTILIZATION = 50
==> /design/flow/constraint.sdc <==
current_design eeprom_ctrl

set clk_period 9.6
set clk_io_pct 0.2

create_clock -name clk0 -period $clk_period [get_ports {clk}]

set non_clock_inputs [all_inputs -no_clocks]
set_input_delay [expr $clk_period * $clk_io_pct] -clock clk0 $non_clock_inputs
set_output_delay [expr $clk_period * $clk_io_pct] -clock clk0 [all_outputs]
==> impl_metrics.json <==
{
  "outcome": "did not finish",
  "haltStage": "clock tree synthesis (4_1_cts)",
  "stop_error": "[error] [KeplerFormal.cpp:679] Workflow failed: Iso has multiple drivers: .sda0, _0588_.Y0",
  "syn-cell-area_mm2": 0.00761,
  "root_buffer": "clkbuf_16",
  "h-tree-depth": 4,
  "flop_cell": "dfrtp_1",
  "clk_path_buf_depth": 2,
  "ctsResizeCount": 0,
  "ys_cells": 681,
  "rows": 44,
  "avgSynthCellArea_um2": 11.2,
  "io_pins": 79,
  "top_area_share_pct": 53.6,
  "place.detailed.hpwl_um": 9010,
  "edf_count": 3,
  "post_cts.repair.setup_buffers": 0,
  "synth_seq_share_pct": 55.8,
  "ys_warn_count": 6,
  "async_reset_ff_share_pct": 98.2,
  "io_buffers": 77,
  "cts_sinks": 169,
  "top_area_cell": "dfrtp_1",
  "synth_cell_types": 57,
  "syn-instance-count": 681,
  "postSynthRegisterBits": 169,
  "die_width_um": 125,
  "cts_hold_buf": 0,
  "topCellsByArea": "dfrtp_1 (54%), mux2i_1 (9.1%), mux2_2 (5.9%)",
  "cts_buffers": 17,
  "die_h_um": 125,
  "ys_area_mm2": 0.00761,
  "placedInstanceArea_mm2": 0.00848,
  "routabilityCongestion": 0.825,
  "fp_util_pct": 51.8
}
cells by family after synthesis:
kind of cell,count (synthesis),synth area share (%)
buffers and inverters,112,6.20
and+or+nand+nor,164,10.2
muxes,112,15.6
AOI/OAI and AO/OA,111,10.4
DFF,169,55.8
xor gates and xnor gates,5,0.575
adders and majority gates,8,1.31
per-stage QoR:
step / setup slack [ns] / hold WS, ns / util (%) / instances
detailed placement: 6.25 / 0.460 / 57.7 / 911
global placement: 6.27 / 0.456 / 57.7 / 911
floorplan: 6.71 / 0.419 / - / 681
synthesized netlist by cell type (2+ instances only):
cell type  instances
o41ai_1            3
inv_1             72
dfrtp_1          163
clkbuf_1          27
o21ai_0           24
buf_4              2
a21o_1             4
buf_2              4
mux2i_1           69
a22o_1            36
a21oi_1           24
nor2_1            20
a221o_1            3
and4_1             2
and2_1             3
xor2_1             4
nor2b_1            4
edfxtp_1           3
mux2_1             2
nand2_1           92
nand3_1            8
or4_1              3
nor3b_1            3
o31ai_1            5
nand2b_1           4
nand4b_1           2
buf_6              5
nor4_1             3
nand4_1            3
nor3_1             4
and3_1             4
mux2_2            40
ha_1               8
or4_4              2
dfstp_2            3
or2_2              2
