<file path="/design/flow/design.v">
`timescale 1ns / 1ps
module clk_div_uart         
(            
    input i_clk,
    input i_rst_n,
    input i_en,
    output reg o_clk_half_pule
);
parameter baud_div=216;
parameter cnt_width=8;
reg [cnt_width-1:0] cnt;
always@ (posedge i_clk or negedge i_rst_n) begin
    if (!i_rst_n)               cnt <= 'h0;
    else if (!i_en)             cnt <= 'h0;
    else if (cnt == baud_div)   cnt <= 'h0;
    else                        cnt <= cnt + 1'b1;
end
always@ (posedge i_clk or negedge i_rst_n) begin
    if (!i_rst_n)                o_clk_half_pule <= 1'b0;
    else if (cnt == baud_div)    o_clk_half_pule <= 1'b1;
    else                         o_clk_half_pule <= 1'b0;
end
endmodule
`timescale 1ns / 1ps
module uart_ctrl(
    input           clk,         
    input           rst_n,
    input           tx_en,
    output wire     tx,
    input [7:0]     tx_dat,
    input               rx,
    output wire [7:0]   rx_dat,
    output wire         rx_rdy
    );
parameter baud_div = 216;
parameter cnt_width = 8;
uart_tx #(.baud_div(baud_div), .cnt_width(cnt_width))
u_uart_tx(
    .clk    (clk),
    .rst_n  (rst_n),
    .tx_en  (tx_en),
    .tx     (tx),
    .tx_dat (tx_dat)
    );    
uart_rx #(.baud_div(baud_div), .cnt_width(cnt_width))
u_uart_rx(
    .clk    (clk),
    .rst_n  (rst_n),
    .rx     (rx),
    .rx_dat (rx_dat),
    .rx_rdy (rx_rdy)
    );
endmodule
`timescale 1ns / 1ps
module uart_rx(
    input         clk,         
    input         rst_n,
    input               rx,
    output reg [7:0]    rx_dat,
    output wire         rx_rdy
);
parameter baud_div 	= 216; 
parameter cnt_width	= 8;
wire clk_half_pule;
wire rx_fe;
reg [2:0] rx_dly;
reg       rx_last;
reg [4:0] cnt;
reg [1:0] rx_rdy_dly;
always@ (posedge clk or negedge rst_n) begin
    if (!rst_n)        rx_dly <= 3'd0;
    else begin
        rx_dly[0] <= rx;
        rx_dly[1] <= rx_dly[0];
        rx_dly[2] <= rx_dly[1];
    end
end
assign rx_fe = ~rx_dly[1] & rx_dly[2];
always@ (posedge clk or negedge rst_n) begin
    if (!rst_n)                rx_last <= 1'b0;
    else if (rx_fe)            rx_last <= 1'b1;
    else if (cnt == 5'h11)     rx_last <= 1'b0;
end
clk_div_uart #(.baud_div(baud_div), .cnt_width(cnt_width))     
u_clk_div_uart (
    .i_clk          (clk),
    .i_rst_n        (rst_n & rx_last),
    .i_en           (rx_last),
    .o_clk_half_pule(clk_half_pule)
);
always@ (posedge clk or negedge rst_n) begin
    if (!rst_n)                          cnt <= 5'h0;
    else if (rx_last & clk_half_pule)    cnt <= cnt + 1'b1;
    else if (~rx_last)                   cnt <= 5'h0;
end
always@ (posedge clk or negedge rst_n) begin
    if (!rst_n)                          rx_dat <= 8'd0;
    else if (clk_half_pule & ~cnt[0])    rx_dat <= {rx, rx_dat[7:1]};
end    
always@ (posedge clk or negedge rst_n) begin
    if (!rst_n) rx_rdy_dly <= 2'b00;
    else begin
        rx_rdy_dly[0] <= (cnt == 5'h11);
        rx_rdy_dly[1] <= rx_rdy_dly[0];
    end
end
assign rx_rdy = rx_rdy_dly[0] & ~rx_rdy_dly[1];
endmodule
`timescale 1ns / 1ps
module uart_tx(
    input           clk,     
    input           rst_n,
    input           tx_en,
    output reg      tx,
    input [7:0]     tx_dat
);
parameter baud_div 	= 216; 
parameter cnt_width	= 8;
wire clk_half_pule;
reg [4:0] cnt;
reg       tx_last;
reg       tx_en_r;
reg [7:0] tx_dat_r;
always@ (posedge clk or negedge rst_n) begin
    if (!rst_n)     tx_dat_r <= 8'h0;
    else if (tx_en) tx_dat_r <= tx_dat; 
end
always@ (posedge clk or negedge rst_n) begin
    if (!rst_n) tx_en_r <= 1'b0;
    else        tx_en_r <= tx_en;
end
always@ (posedge clk or negedge rst_n) begin
    if (!rst_n)             tx_last <= 1'b0;
    else if (tx_en_r)       tx_last <= 1'b1;
    else if (cnt == 5'h13)  tx_last <= 1'b0;
end
clk_div_uart #(.baud_div(baud_div), .cnt_width(cnt_width))     
u_clk_div_uart(
    .i_clk          (clk),
    .i_rst_n        (rst_n),
    .i_en           (tx_last),
    .o_clk_half_pule(clk_half_pule)
);
always@ (posedge clk or negedge rst_n) begin
    if (!rst_n)                          cnt <= 5'h0;
    else if (tx_last & clk_half_pule)    cnt <= cnt +1'b1;
    else if (~tx_last)                   cnt <= 5'h0;
end    
always@ (posedge clk or negedge rst_n) begin
    if (!rst_n)     tx <= 1'b1;
    else if (tx_last) begin
        case (cnt[4:1])
            4'h0:    tx <= 1'b0;
            4'h1:    tx <= tx_dat_r[0];
            4'h2:    tx <= tx_dat_r[1];
            4'h3:    tx <= tx_dat_r[2];
            4'h4:    tx <= tx_dat_r[3];
            4'h5:    tx <= tx_dat_r[4];
            4'h6:    tx <= tx_dat_r[5];
            4'h7:    tx <= tx_dat_r[6];
            4'h8:    tx <= tx_dat_r[7];
            4'h9:    tx <= 1'b1;
            default:tx <= 1'b1;
        endcase    
    end
end
endmodule
</file>
<file path="/design/flow/run.sh">
#!/bin/bash
# OpenROAD 26Q1-2900-gdf79404cd8, Yosys 0.63+post, stock flow scripts
make -C /OpenROAD-flow-scripts/flow DESIGN_CONFIG=/design/flow/config.mk WORK_HOME=/design/flow/orfs finish
</file>
<file path="/design/flow/config.mk">
export PLATFORM = sky130hd
export DESIGN_NAME = uart_ctrl
export DESIGN_NICKNAME = uart_ctrl
export VERILOG_FILES = /design/flow/design.v
export SDC_FILE = /design/flow/constraint.sdc
export NUM_CORES = 4
export LEC_CHECK = 1
export CORE_UTILIZATION = 40
</file>
<file path="/design/flow/constraint.sdc">
current_design uart_ctrl

set clk_period 1.5
set clk_io_pct 0.2

create_clock -name clk0 -period $clk_period [get_ports {clk}]

set non_clock_inputs [all_inputs -no_clocks]
set_input_delay [expr $clk_period * $clk_io_pct] -clock clk0 $non_clock_inputs
set_output_delay [expr $clk_period * $clk_io_pct] -clock clk0 [all_outputs]
</file>
==> results.txt <==
Implementation run completed; key figures follow.

Run status:
- The run finished with clean final reports.

Global routing:
- Entering global routing, the biggest net connects 32 pins.
- The run gives the total routing usage reported by global routing as 0.135.
- The run gives the first-pass GRT wire length as 6520 um.
- The run gives the initial antenna violation count as 0.
- The run gives the remaining global-route overflow as 0.
- The run puts the number of global-route vias before repair at 1430.

Finish:
- The run gives the final design instance area without fill as 2790 um2.
- The library cells used most frequently in the layout, excluding fill and tap cells, are sky130_fd_sc_hd__dfrtp_1 (52), sky130_fd_sc_hd__nor2_1 (21), sky130_fd_sc_hd__mux2_2 (16), sky130_fd_sc_hd__clkdlybuf4s50_1 (16).
- The run puts the fill cell instance count of the final layout at 516.
- The run gives the fraction of final layout cells sized beyond drive strength 1 as 0.167.
- The run puts the area growth from synthesis to layout at 17.6%.
- By instance count after routing, the leading logic cell type is sky130_fd_sc_hd__dfrtp_1.

Synth:
- The run puts the post-synthesis cell count from yosys at 203.
- The run puts the count of library flops with an enable pin at 0.
- The run gives the complex-gate fraction of the synthesized area as 0.0832.
- For reference, the top cells by area after synthesis are sky130_fd_sc_hd__dfrtp_1 (55%), sky130_fd_sc_hd__mux2_2 (7.6%), sky130_fd_sc_hd__ha_1 (3.7%), sky130_fd_sc_hd__nor2_1 (3.3%), sky130_fd_sc_hd__xnor2_1 (2.2%).
- The run puts the adder and majority cell fraction of the synthesized area at 0.0369.
- Among all flip-flop cells after synthesis, the most frequent one is sky130_fd_sc_hd__dfrtp_1.
- The run gives the mean instance size in the synthesized netlist as 11.7 um2.
- The number of different library cells used by synthesis comes to 45.
- Before any placement, the netlist area is recorded as 2380 um2.
- In the synthesized netlist, the number of instances is 203.
- Yosys shows that the main logic family after synthesis is simple AND/OR/NAND/NOR gates.
- The area fraction of the largest cell type after synthesis is 0.548.
- The run puts the number of synthesis warnings at 3.
- The synthesized design spends more area on one cell type than any other, namely sky130_fd_sc_hd__dfrtp_1.
- The run gives the number of storage elements in the synthesis netlist as 53.
- The run puts the fraction of registers with async set/reset at 1.00.
- The run puts the post-synthesis simple-gate area fraction at 0.160.
- The run puts the sequential share of the synthesized area at 0.559.
- After synthesis, the chip area reported by Yosys is 2380 um2.
- Of the post-synthesis cell area, the part taken by muxes is 0.0885.
- The run puts the synthesized-area fraction occupied by xor and xnor cells at 0.0405.

Worst setup path:
- Among all stages on the critical path, the maximum delay recorded is 0.46 ns.
- The report shows a maximum critical-path fanout of 3.
- The run gives the family with the most delay on the worst path as buffers and inverters.
- The run gives the critical path class as reg -> out.
- The run puts the endpoint arrival time on the critical path at 1.13 ns.
- The run gives the critical path launch point type as a flip-flop.
- Per the timing report, the most critical flop-to-flop path originates at u_uart_tx.u_clk_div_uart.cnt[0].
- The worst setup path is captured at an output port.
- Walking the worst path, the cells encountered are clkdlybuf4s50_1.
- The run gives the cell with the biggest individual delay on the critical path as sky130_fd_sc_hd__clkdlybuf4s50_1.
- The run puts the required time at the endpoint of the critical path at 1.20 ns.
- The run gives the register-to-register setup slack as 0.14 ns.
- Measured in cells, the most critical reg-to-reg path has a length of 5.
- The run gives the critical register-to-register path endpoint as u_uart_tx.u_clk_div_uart.cnt[4].
- The run gives the number of buffers and inverters on the critical path as 1.

Route:
- The run puts the mean routed wirelength per cell at 12.0 um.
- In the routed layout, each cell is associated on average with a via count of 4.89.
- The first TritonRoute pass finished after 4 iterations.
- The run puts the total antenna diodes in the routed design at 0.
- Per the post-route antenna check, the number of violating nets is 0.
- The run puts the count of vias placed by the detailed router at 1495.
- For this run, design rule violations remaining after detail routing come to 0.
- The violation tally recorded at the end of detailed-routing iteration 0 is 81.
- The detailed router reports a met3 wire length of 83 um.
- The run gives the total met2 wirelength after detailed routing as 1670 um.
- The run puts the wire length on met1 at 1870 um.
- The run gives the sum of routed wire length over all layers as 3670 um.
- The detailed router used layers up to and including met4.

Final timing:
- Per the slew report, the remaining headroom to the max-slew limit stands at 0.729.
- In the final report, the number of endpoints failing setup comes to 0.
- At the pin with the least slew margin, the transition time is 0.406 ns.
- The run puts the number of pins exceeding their max-slew limit in the final report at 0.
- The flow reports an fmax of 0.699 GHz.
- The clock arrives with 0.00786 ns of skew.
- In the finished design, the share of the clock period the worst path needs comes to 0.954.
- The run puts the shortest clock period the worst path allows after layout at 1.43 ns.
- In the final report, the number of hold violations comes to 0.
- The run puts the setup TNS at 0 ns.
- Setup repair after global routing left no endpoint under its margin.

CTS:
- The run gives the clock transition time at the flip-flop clock pins of the worst setup and hold paths as 0.09 ns.
- TritonCTS built the clock tree.
- The run puts the number of CTS-inserted buffers at 5.
- The run puts the clock net sink count at 53.
- The run gives the buffer levels on the longest clock path as 2.
- The run puts the clock latency on the worst-skew pair at 0.30 ns.
- The H-tree was split into 2 levels.
- CTS placed an instance of sky130_fd_sc_hd__clkbuf_8 at the clock tree root.

Power and ir drop:
- Per the OpenROAD power report, leakage power amounts to 0.00130 uW.
- Dividing total power by cell area gives a power density of 1200 nW/um2.
- The highest supply drop recorded on VDD is 0.902 mV.

Die:
- The initial utilization of the core area, before any placement, comes to 0.424.
- The run gives the die height as 79.1 um.
- The run puts the horizontal extent of the die at 79.1 um.
- The run gives the core box area as 5610 um2.
- The floorplan step defined a die boundary enclosing 6250 um2.
- After floorplanning, the core was divided into 27 placement rows.
- The run gives the count of boundary I/O pins as 22.

Placed design:
- The run puts the detailed placer's ending HPWL at 2550 um.
- Per the gpl log, the routability congestion estimate is 0.762.
- As logged by OpenROAD, the buffers inserted on ports number 21.
- The placement stage leaves a total instance area of 2680 um2.

Run:
- Across the run, the number of max-cap violations was 0.
- The tool warning count for the run is 28.

Hold path:
- STA reports the tightest min-delay check as being of type reg -> async.
[what timing repair did]
item | CTS | global route
gates cloned | 0 | 0
hold buffers | 1 | 0
resized | 2 | 2
setup buffers | 0 | 1
endpoints found under the hold margin | 13 | 0
pin swaps | 0 | 1
endpoints found under the setup margin | 2 | 6
[Yosys cell counts (all sizes together) (2+ instances only)]
master and n:
o22ai 2, a21boi 4, nand2 8, mux2 16, xor2 5, dfrtp 52, or3 2, nor2b 3
nand4 6, nand3b 2, a21oi 6, nand2b 3, o21ai 9, a22o 2, xnor2 6, inv 9
nor4bb 2, and2 5, nor2 21, clkbuf 3, mux2i 3, nand3 9, buf 4, ha 7
[per-stage QoR]
stage	util	hold WS (ns)	cells	setup WS [ns]	total power (uW)
5_1_grt	0.498	0.355	306	0.00143	3600
4_1_cts	0.496	0.349	305	0.0437	3400
3_3_place_gp	0.479	0.306	296	0.0674	2580
2_1_floorplan	-	0.00441	203	0.0969	2410
3_5_place_dp	0.479	0.314	296	0.0501	2570
6_report	0.498	0.331	306	0.0695	3340
[registers in the layout (all words and copies together), names as in the netlist, 2 cells and up]
name / count
u_uart_tx.cnt: 5
u_uart_rx.rx_dly: 3
u_uart_rx.cnt: 5
u_uart_rx.u_clk_div_uart.cnt: 8
u_uart_rx.rx_rdy_dly: 2
u_uart_tx.tx_dat_r: 8
u_uart_rx.rx_dat: 8
u_uart_tx.u_clk_div_uart.cnt: 8
[how the worst max path moves through the flow]
| stage | cells past startpoint | start | endpoint | slack [ns] |
|---|---|---|---|---|
| global route | 1 | u_uart_rx.rx_dat[1] | rx_dat[1] | 0.001 |
| finish | 1 | u_uart_rx.rx_dat[4] | rx_dat[4] | 0.07 |
| CTS | 1 | u_uart_rx.rx_dat[4] | rx_dat[4] | 0.04 |
[per-layer routing]
layer / up-vias / global-route usage
met5: - / 0
met4: 0 / 0.0164
met3: 5 / 0.0303
li1: 760 / -
met2: 11 / 0.191
met1: 719 / 0.229
[layout make-up]
| class | count | area, um2 | area share |
|---|---|---|---|
| Sequential cell | 53 | 1330 | 0.475 |
| Clock buffer | 5 | 68.8 | 0.0246 |
| Tap cell | 72 | 90.1 | 0.0322 |
| Timing Repair Buffer | 30 | 278 | 0.0994 |
| Clock inverter | 3 | 21.3 | 0.00761 |
| Multi-Input combinational cell | 133 | 971 | 0.348 |
| Inverter | 10 | 37.5 | 0.0134 |
[where the power goes]
group | internal, uW | switching (uW)
logic | 360 | 314
clock network | 332 | 459
registers | 1630 | 246
[cell families after synthesis]
kind of cell / Yosys count
flops: 53
xor+xnor: 11
simple gates: 65
fa+ha+maj: 7
buf+inv: 17
compound gates: 31
mux: 19
Power figures rest on the tool's default switching activity, not on a simulated workload.
